==> design/flow/design.v <==
module vga_demo(CLOCK_50, SW, KEY, HEX3, HEX2, HEX1, HEX0,
				VGA_R, VGA_G, VGA_B,
				VGA_HS, VGA_VS, VGA_BLANK_N, VGA_SYNC_N, VGA_CLK, LEDR);
	input CLOCK_50;	
	input [9:0] SW;
	input [3:0] KEY;
	output [9:0] LEDR;
	output reg [6:0] HEX3, HEX2, HEX1, HEX0;
	wire illegal_move;              
    reg [9:0] player1;             
    reg [9:0] player2;             
    reg [8:0] occupied;            
    reg current_player;            
    wire [8:0] player_position;
    wire [2:0] player_choice;    
    wire [6:0] HEX5_p1, HEX4_p1, HEX3_p1;
    wire [6:0] HEX5_p2, HEX4_p2, HEX3_p2;
    wire [2:0] pos1, pos2, pos3, pos4, pos5, pos6, pos7, pos8, pos9;
    wire winner;
    wire sequenceFound;
    wire continueGame;
    reg ContGame;
    reg [2:0] POS1, POS2, POS3, POS4, POS5, POS6, POS7, POS8, POS9;
reg [1:0] currentState, nextState;
parameter IDLE = 2'b00;
parameter PLAYER1_MOVE = 2'b01;
parameter PLAYER2_MOVE = 2'b10;
parameter ENDGAME = 2'b11;
	output [7:0] VGA_R;
	output [7:0] VGA_G;
	output [7:0] VGA_B;
	output VGA_HS;
	output VGA_VS;
	output VGA_BLANK_N;
	output VGA_SYNC_N;
	output VGA_CLK;	
	wire [7:0] X;            
	wire [6:0] Y;            
    wire [2:0] XC, YC;       
    wire Ex, Ey;
	wire [7:0] VGA_X;        
	wire [6:0] VGA_Y;        
	wire [2:0] VGA_COLOR;    
    vga_adapter VGA (
			.resetn(KEY[2]),
			.clock(CLOCK_50),
			.colour(VGA_COLOR),
			.x(VGA_X),
			.y(VGA_Y),
			.plot(~KEY[3]),
			.VGA_R(VGA_R),
			.VGA_G(VGA_G),
			.VGA_B(VGA_B),
			.VGA_HS(VGA_HS),
			.VGA_VS(VGA_VS),
			.VGA_BLANK_N(VGA_BLANK_N),
			.VGA_SYNC_N(VGA_SYNC_N),
			.VGA_CLK(VGA_CLK));
		defparam VGA.RESOLUTION = "160x120";
		defparam VGA.MONOCHROME = "FALSE";
		defparam VGA.BITS_PER_COLOUR_CHANNEL = 1;
		defparam VGA.BACKGROUND_IMAGE = "image.colour.mif";
		initial current_player = 1'b0;
    reg [9:0] player;  
    playerConverter pc1 (
        .POS1(POS1),
        .POS2(POS2),
        .POS3(POS3),
        .POS4(POS4),
        .POS5(POS5),
        .POS6(POS6),
        .POS7(POS7),
        .POS8(POS8),
        .POS9(POS9),
        .player(player),
        .player_position(player_position),
        .HEX5(HEX5_p1),
        .HEX4(HEX4_p1),
        .HEX3(HEX3_p1),
        .pos1(pos1), .pos2(pos2), .pos3(pos3),
        .pos4(pos4), .pos5(pos5), .pos6(pos6),
        .pos7(pos7), .pos8(pos8), .pos9(pos9),
        .illegal_move(illegal_move),
		  .CLOCK_50(CLOCK_50)
    );
wire sequenceFound1,sequenceFound2,sequenceFound3,sequenceFound4,sequenceFound5,sequenceFound6,sequenceFound7, sequenceFound8;
determineMatch u1(POS1,POS2,POS3, sequenceFound1);  
determineMatch u2(POS4,POS5,POS6, sequenceFound2);  
determineMatch u3(POS7,POS8,POS9, sequenceFound3);  
determineMatch u4(POS1,POS5,POS9, sequenceFound4);   
determineMatch u5(POS3,POS5,POS7, sequenceFound5);  
determineMatch u6(POS1,POS4,POS7, sequenceFound6);  
determineMatch u7(POS2,POS5,POS8, sequenceFound7);  
determineMatch u8(POS3,POS6,POS9, sequenceFound8);  
assign sequenceFound = (sequenceFound1 || sequenceFound2|| sequenceFound3|| sequenceFound4|| sequenceFound5|| sequenceFound6|| sequenceFound7|| sequenceFound8);
assign LEDR[6] = sequenceFound;
    always @(negedge KEY[0]) begin
        if (~KEY[0]) begin
            player <= SW[9:0];
            current_player <= 1'b0;
        end
    end
    always @(posedge CLOCK_50) begin
        if (current_player == 1'b0) begin
            HEX2 = HEX5_p1;
            HEX1 = HEX4_p1;
            HEX0 = HEX3_p1;
        end else begin
            HEX2 = HEX5_p2;
            HEX1 = HEX4_p2;
            HEX0 = HEX3_p2;
        end
		  end
always @(*) begin
if (~KEY[0]) begin
            currentState <= nextState;
     if (illegal_move == 1'b0) begin
                POS1 <= pos1;
                POS2 <= pos2;
                POS3 <= pos3;
                POS4 <= pos4;
                POS5 <= pos5;
                POS6 <= pos6;
                POS7 <= pos7;
                POS8 <= pos8;
                POS9 <= pos9;
            end
end
        if (~KEY[1]) begin
            currentState <= IDLE;
            POS1 <= 3'b000; POS2 <= 3'b000; POS3 <= 3'b000;
            POS4 <= 3'b000; POS5 <= 3'b000; POS6 <= 3'b000;
            POS7 <= 3'b000; POS8 <= 3'b000; POS9 <= 3'b000;
        end
    end
	  game_End gameEndInstance (
        .continueGame(continueGame),
        .p1(POS1),
        .p2(POS2),
        .p3(POS3),
        .p4(POS4),
        .p5(POS5),
        .p6(POS6),
        .p7(POS7),
        .p8(POS8),
        .p9(POS9)
    );
endmodule
module regn(R, Resetn, E, Clock, Q);
    parameter n = 8;
    input [n-1:0] R;
    input Resetn, E, Clock;
    output reg [n-1:0] Q;
    always @(posedge Clock)
        if (!Resetn)
            Q <= 0;
        else if (E)
            Q <= R;
endmodule
module count (Clock, Resetn, E, Q);
    parameter n = 8;
    input Clock, Resetn, E;
    output reg [n-1:0] Q;
    always @ (posedge Clock)
        if (Resetn == 0)
            Q <= 0;
        else if (E)
                Q <= Q + 1;
endmodule
module playerConverter(
    input [9:0] player,  
    input [2:0] POS1,
    input [2:0] POS2,
    input [2:0] POS3,
    input [2:0] POS4,
    input [2:0] POS5,
    input [2:0] POS6,
    input [2:0] POS7,
    input [2:0] POS8,
    input [2:0] POS9,
    output reg [8:0] player_position,  
    output reg [6:0] HEX5,
    output reg [6:0] HEX4,
    output reg [6:0] HEX3,
    output reg [2:0] pos1,           
    output reg [2:0] pos2,           
    output reg [2:0] pos3,           
    output reg [2:0] pos4,           
    output reg [2:0] pos5,           
    output reg [2:0] pos6,           
    output reg [2:0] pos7,           
    output reg [2:0] pos8,           
    output reg [2:0] pos9,           
    output reg illegal_move,  
	 input CLOCK_50
);
    wire [6:0] A, B, C, ONE, TWO, THREE, S, O;
    assign A = 7'b0001000;
    assign B = 7'b0000011;
    assign C = 7'b1000110;
    assign ONE = 7'b1111001;
    assign TWO = 7'b0100100;
    assign THREE = 7'b0110000;
    assign S = 7'b0010010;
    assign O = 7'b0100011;
    always @(posedge CLOCK_50) begin
        player_position = 9'b0;  
        illegal_move = 1'b0;  
        if (player[0] && player[3] && player[8]) begin
            if (POS1 != 3'b000) begin
                illegal_move = 1'b1;
            end else begin
player_position[0] = 1;
                pos1 = 3'b001;
                HEX5 = A;
                HEX4 = ONE;
                HEX3 = S;
            end
        end else if (player[0] && player[3] && player[9]) begin
            if (POS1 != 3'b000) begin
                illegal_move = 1'b1;
            end else begin
player_position[0] = 1;
                pos1 = 3'b010;
                HEX5 = A;
                HEX4 = ONE;
                HEX3 = O;
            end
        end
        if (player[1] && player[3] && player[8]) begin
            if (POS2 != 3'b000) begin
                illegal_move = 1'b1;
            end else begin
player_position[1] = 1;
                pos2 = 3'b001;
                HEX5 = B;
                HEX4 = ONE;
                HEX3 = S;
            end
        end else if (player[1] && player[3] && player[9]) begin
            if (POS2 != 3'b000) begin
                illegal_move = 1'b1;
            end else begin
player_position[1] = 1;
                pos2 = 3'b010;
                HEX5 = B;
                HEX4 = ONE;
                HEX3 = O;
            end
        end
        if (player[2] && player[3] && player[8]) begin
            if (POS3 != 3'b000) begin
                illegal_move = 1'b1;
            end else begin
player_position[2] = 1;
                pos3 = 3'b001;
                HEX5 = C;
                HEX4 = ONE;
                HEX3 = S;
            end
        end else if (player[2] && player[3] && player[9]) begin
            if (POS3 != 3'b000) begin
                illegal_move = 1'b1;
            end else begin
player_position[2] = 1;
                pos3 = 3'b010;
                HEX5 = C;
                HEX4 = ONE;
                HEX3 = O;
            end
        end
        if (player[0] && player[4] && player[8]) begin
            if (POS4 != 3'b000) begin
                illegal_move = 1'b1;
            end else begin
player_position[3] = 1;
                pos4 = 3'b001;
                HEX5 = A;
                HEX4 = TWO;
                HEX3 = S;
            end
        end else if (player[0] && player[4] && player[9]) begin
            if (POS4 != 3'b000) begin
                illegal_move = 1'b1;
            end else begin
player_position[3] = 1;
                pos4 = 3'b010;
                HEX5 = A;
                HEX4 = TWO;
                HEX3 = O;
            end
        end
        if (player[1] && player[4] && player[8]) begin
            if (POS5 != 3'b000) begin
                illegal_move = 1'b1;
            end else begin
  player_position[4] = 1;
                pos5 = 3'b001;
                HEX5 = B;
                HEX4 = TWO;
                HEX3 = S;
            end
        end else if (player[1] && player[4] && player[9]) begin
            if (POS5 != 3'b000) begin
                illegal_move = 1'b1;
            end else begin
player_position[4] = 1;
                pos5 = 3'b010;
                HEX5 = B;
                HEX4 = TWO;
                HEX3 = O;
            end
        end
        if (player[2] && player[4] && player[8]) begin
            if (POS6 != 3'b000) begin
                illegal_move = 1'b1;
            end else begin
player_position[5] = 1;
                pos6 = 3'b001;
                HEX5 = C;
                HEX4 = TWO;
                HEX3 = S;
            end
        end else if (player[2] && player[4] && player[9]) begin
            if (POS6 != 3'b000) begin
                illegal_move = 1'b1;
            end else begin
player_position[5] = 1;
                pos6 = 3'b010;
                HEX5 = C;
                HEX4 = TWO;
                HEX3 = O;
            end
        end
        if (player[0] && player[5] && player[8]) begin
            if (POS7 != 3'b000) begin
                illegal_move = 1'b1;
            end else begin
player_position[6] = 1;
                pos7 = 3'b001;
                HEX5 = A;
                HEX4 = THREE;
                HEX3 = S;
            end
        end else if (player[0] && player[5] && player[9]) begin
            if (POS7 != 3'b000) begin
                illegal_move = 1'b1;
            end else begin
player_position[6] = 1;
                pos7 = 3'b010;
                HEX5 = A;
                HEX4 = THREE;
                HEX3 = O;
            end
        end
        if (player[1] && player[5] && player[8]) begin
            if (POS8 != 3'b000) begin
                illegal_move = 1'b1;
            end else begin
player_position[7] = 1;
                pos8 = 3'b001;
                HEX5 = B;
                HEX4 = THREE;
                HEX3 = S;
            end
        end else if (player[1] && player[5] && player[9]) begin
            if (POS8 != 3'b000) begin
                illegal_move = 1'b1;
            end else begin
player_position[7] = 1;
                pos8 = 3'b010;
                HEX5 = B;
                HEX4 = THREE;
                HEX3 = O;
            end
        end
        if (player[2] && player[5] && player[8]) begin
            if (POS9 != 3'b000) begin
                illegal_move = 1'b1;
            end else begin
player_position[8] = 1;
                pos9 = 3'b001;
                HEX5 = C;
                HEX4 = THREE;
                HEX3 = S;
            end
        end else if (player[2] && player[5] && player[9]) begin
            if (POS9 != 3'b000) begin
                illegal_move = 1'b1;
            end else begin
player_position[8] = 1;
                pos9 = 3'b010;
                HEX5 = C;
                HEX4 = THREE;
                HEX3 = O;
            end
        end
    end
endmodule
module determineMatch(input [2:0] pos1,pos2,pos3, output sequenceFound);
assign sequenceFound = (pos1 == 3'b001) && (pos2==3'b010) && (pos3 == 3'b001);
endmodule
module game_End(output reg continueGame, input [2:0] p1, p2, p3, p4, p5, p6, p7, p8, p9);
    always @(*) begin
        continueGame <= 1'b1;  
        if (p1 != 3'b000 && p2 != 3'b000 && p3 != 3'b000 &&
            p4 != 3'b000 && p5 != 3'b000 && p6 != 3'b000 &&
            p7 != 3'b000 && p8 != 3'b000 && p9 != 3'b000) begin
            continueGame <= 1'b0;  
        end
    end
endmodule
==> design/flow/run.sh <==
#!/bin/bash
# OpenROAD 26Q1-2900-gdf79404cd8, Yosys 0.63+post, stock flow scripts
make -C /OpenROAD-flow-scripts/flow DESIGN_CONFIG=/design/flow/config.mk WORK_HOME=/design/flow/orfs finish
==> design/flow/config.mk <==
export PLATFORM = sky130hd
export DESIGN_NAME = game_End
export DESIGN_NICKNAME = game_End
export VERILOG_FILES = /design/flow/design.v
export SDC_FILE = /design/flow/constraint.sdc
export NUM_CORES = 4
export LEC_CHECK = 1
export CORE_AREA = 10 10 70 70
export DIE_AREA = 0 0 80 80
==> design/flow/constraint.sdc <==
current_design game_End

set clk_period 1.0
set clk_io_pct 0.2

create_clock -name clk0 -period $clk_period

set non_clock_inputs [all_inputs -no_clocks]
set_input_delay [expr $clk_period * $clk_io_pct] -clock clk0 $non_clock_inputs
set_output_delay [expr $clk_period * $clk_io_pct] -clock clk0 [all_outputs]
==> results.txt <==
flow finished, numbers: outcome=finished, final reports clean, CP max stage delay=0.24 ns, Top non-seq family=simple AND/OR/NAND/NOR gates, time the worst path needs with I/O delays and setup=0.980 ns, dominant logic cell types in the final layout=buf_2 (15), nor3_2 (7), clkbuf_2 (4), clkdlybuf4s15_1 (4), buf_6 (3), average size of a mapped cell=roughly 5.0 µm², Slew Limit Fails=0, DRT Wirelength=828 µm, combinational power share=1.000, OpenROAD warnings=34, cell family with most CP delay=simple AND/OR/NAND/NOR gates, Synth warnings=1, DR iter-0 viols=3, Leakage=between 0.00015 and 0.0002 µW, CP endpoint kind=output pin, Synth area leaders=nor3_1 (77%), nor4_1 (9.6%), nand3_1 (7.7%), nor2_1 (5.8%), Worst Setup Start Kind=input port, Initial Util=0.0190, hold_buf cts=0, vias=between 200 and 250, FP Rows=21, Fin. Hold Viols=0, antenna cells=0, sequential power share=0, critical path cell sequence=buf_6 -> nor3_4 -> nor4_2 -> nand3_1 -> buf_2, # Cells Yosys=13, Setup Fix Bufs, Post-CTS=0, DR WL/cell=9.52 µm, chip width=around 80 µm, YS chip area=65.1 µm², Fillers=401, fin area=roughly 370 µm², multiplexer area fraction after synthesis=0, Data arrival, critical path=0.78 ns, Port-buffer cells=28, GR Overflow Total=0, Synth Seq Share=0, PwrDens=292 mW/mm², Die Ht=80 µm, Total Power=108 µW, max_slew headroom=0.876, Sw Ratio=0.334, Synth area leader=nor3_1, Final setup viols=0, critical path depth=5, routability cong.=0.856, Post-DP Area=403 µm², area grow syn2layout=465%, DRC=0, first-pass iteration count of the detailed router=3, Post-Syn Instances=13, Peak VDD IR=between 0.00002 and 0.000025 V, number of global-route vias before repair=about 250, Antenna Violating Nets Remaining=0, CORE AREA=approximately 0.0034 mm², comb. cell area=118 µm², min-delay worst type=in -> out, Crit Path Class=in -> out, layout cell share with drive strength beyond 1=0.780, flip-flops=0, die area=between 0.006 and 0.007 mm², NetSw=35.9 µW, AND-OR/OR-AND Cells, Area Fraction=0, hold path cells=5, Synth Area in Simple Gates=1.00, worst slew pin tran=0.184 ns, first-pass GRT wire length=1200 µm, Final period util=0.980, Flop area=0 µm², maxcap violations=0, unrepaired setup endpoints after global routing=yes, number of clock buffers in the layout=0, maximum number of pins on one net before global-route repair=2, area fraction in xor and xnor cells=0, initial antenna violation count=0, Top cell excl fill/tap=buf_2, cell-internal power=71.7 µW, Critical path buffers and inverters=2, vias per cell=2.47, Distinct lib cells used=4, DPL Wire Length=748 µm, Synth Area in Adders=0, # IOs=28, slowest CP cell=nor4_2, Worst Path Required=0.80 ns, power share of the clock group=0, netlist area before placement=around 65 µm², f_max=1.02 GHz, crit path max fanout=1, Total Routing Usage GR=0.0231, top area contributor share=0.769
[per-stage QoR]
step	setup WS [ns]	util	TNS, ns	instances	hold slack, ns
after floorplan	0.253	-	0	13	0.532
after detailed placement	-0.752	0.118	-0.752	87	1.48
after CTS	-0.0255	0.110	-0.0255	87	0.838
after global routing	-0.0228	0.108	-0.0228	87	0.832
after global placement	-0.745	0.118	-0.745	87	1.46
final	0.0199	0.108	0	87	0.783
[tightest hold or removal path: cells and delay by family]
kind	cells	cell delay, ns
and+or+nand+nor	3	0.18
buffers and inverters	2	0.21
[final timing paths]
path / to / from / slack, ns
worst max-delay path: continueGame / p7[0] / 0.02
worst min-delay path: continueGame / p3[1] / 0.78
[timing repair]
| action | 4_1_cts | 5_1_grt |
|---|---|---|
| cloned | 0 | 0 |
| gates resized | 98 | 9 |
| endpoints found under the setup margin | 1 | 1 |
| pin swaps | 8 | 5 |
[synth_stat cells]
library cell	count
nor2_1	1
nor3_1	10
nand3_1	1
nor4_1	1
[logic make-up after synthesis]
family,Yosys count
simple gates,13
[cell type report]
type / count / area share
Tap cell: 46 / 0.156
Multi-Input combinational cell: 13 / 0.320
Timing Repair Buffer: 28 / 0.524
[routing by layer]
metal	GRT usage	up-vias	routed length, µm
li1	-	108	-
met1	0.0297	82	373
met3	0.0193	0	217
met4	0	0	0
met2	0.0305	25	238
met5	0	-	0
[power by group through the flow]
stage                 sequential (µW)  clock, µW  combinational, µW
after CTS                           0          0                109
after global routing                0          0                118
final                               0          0                108
Power figures rest on the tool's default switching activity, not on a simulated workload.
